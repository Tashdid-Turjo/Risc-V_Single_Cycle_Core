## design/flow/config.mk

```make
export PLATFORM = sky130hd
export DESIGN_NAME = register_file
export DESIGN_NICKNAME = register_file
export VERILOG_FILES = /design/flow/design.v
export SDC_FILE = /design/flow/constraint.sdc
export NUM_CORES = 4
export LEC_CHECK = 1
export CORE_UTILIZATION = 50
```

## design/flow/constraint.sdc

```tcl
current_design register_file

set clk_period 6.5
set clk_io_pct 0.2

create_clock -name clk0 -period $clk_period [get_ports {CLK}]

set non_clock_inputs [all_inputs -no_clocks]
set_input_delay [expr $clk_period * $clk_io_pct] -clock clk0 $non_clock_inputs
set_output_delay [expr $clk_period * $clk_io_pct] -clock clk0 [all_outputs]
```

## design/flow/design.v

```verilog
module register_file(A1, A2, A3, WD3, CLK, WE3, RD1, RD2, rst);
    input [4:0] A1, A2, A3;
    input [31:0] WD3;
    input CLK, rst, WE3;
    output [31:0] RD1, RD2;
    reg [31:0] Registers [31:0];  
    assign RD1 = (!rst) ? 32'h00000000 : Registers[A1];
    assign RD2 = (!rst) ? 32'h00000000 : Registers[A2];
    always @(posedge CLK)
        begin
            if(WE3)
                begin
                    Registers[A3] <= WD3;
                end
        end
endmodule
```

## design/flow/run.sh

```bash
#!/bin/bash
# OpenROAD 26Q1-2900-gdf79404cd8, Yosys 0.63+post, stock flow scripts
make -C /OpenROAD-flow-scripts/flow DESIGN_CONFIG=/design/flow/config.mk WORK_HOME=/design/flow/orfs finish
```

==> run notes <==
The count of pins over their slew limit was 0; the yosys stat cell total was 2,323. The mean instance size in the synthesized netlist came out at 20.3 um2. 114 I/O pins were placed. At the worst endpoint, the arrival time is 4600 ps.

The average vias per placed instance works out to 6.91. The analysis attributes to cell leakage a power of 16.8 nW. Port buffering added 113 buffers.

For the routability-driven placement congestion ratio, the log shows 0.894. Counting along the longest clock path gives a buffer depth of 3. The run gives 0.505 as the share of the core filled by cells before placement. The run gives 309 um for the chip height. The count of hold buffers inserted by post-cts repair is 0, and the total clock buffers created by CTS is 107. For the maximum clock frequency, the log shows 170 MHz. The type of the setup path with the least slack was input port to primary output.

The total overflow left after global routing is 0. STA classifies the critical path startpoint as an input port. Number of cells traversed by the worst hold path: 1. The gate-level netlist out of Yosys references 28 unique cell types. Summing over the stages, the warning tally comes to 26. The registers reported with the highest flop counts are Registers (1024). The run gives 0.907 for the final worst-path cycle share.

STA reports the tightest min-delay check as being of type input port to register. For the synthesized chip area reported by yosys, the log shows 0.0472 mm2. In this run, synthesis produced a sequential element count of 1,024. The final timing report derives a shortest allowable period of 5900 ps. The library cell used most frequently in the layout, excluding fill and tap cells, is edfxtp_1.

The run gives 29,500 as the number of global-route vias before repair. The tools report the die footprint as 0.0957 mm2. In the layout the commonest cells are edfxtp_1, mux4_2, mux2i_1, mux2_2, buf_4. The register with the most flip-flops in the layout has 1,024 of them. After floorplanning, the core was sized to cover 0.0935 mm2. The cell area that synthesis handed to floorplanning was 0.0472 mm2.

The run gives 0.349 as the overall fraction of global-route tracks in use. The worst setup path is captured at a primary output. Once detail routing completed, the nets flagged for antenna violations numbered 0. The layout overhead on the synthesized area is 14.1%, and the power per standard cell area is 273 mW/mm2. The tools report the number of resized instances in the post-cts repair step as 0. With the cell row count at 112, the CTS clock-pin slew for the worst setup and hold paths is 60 ps.

Number of hold violations in the final report: 0. In this run the maximum-capacitance check reported violations numbering 0. In the routed design, unresolved DRC markers number 0. Per the detailed placement report, the placed cell area equals 0.0504 mm2. The largest net degree at the start of global routing is 63, and the gate count of the mapped netlist is 2,323. The tools report the starting DRC count in detailed routing as 1,670. The logs give 1,024 for the clock net sink count and 3,826 for the non-filler instance count after layout. TritonCTS built the clock tree. The setup TNS is 0 ps. With the max-slew headroom at the worst pin at 0.303, the number of antenna violations at the first check in global routing is 7.

Per the CTS log, the root buffer master is clkbuf_16. The final timing report counts setup violations totalling 0. The run finished with clean final reports. For this block, the via count after detailed routing is 26,400. The sequential share of the synthesized area is 0.651, and the worst endpoint required time is 5200 ps. The maximum resistive drop on vdd is 0.231 mV, and the post-placement cell count is 3,626. The report shows a maximum critical-path fanout of 37. Once the clock tree was built, the setup fixing pass inserted 0 buffers.

The first global-routing pass estimated 206 mm of wire. At the pin with the least slew margin, the transition time is 1040 ps. Setup repair after global routing left no endpoint under its margin. The total number of yosys warnings was 1; the aggregate routed wire length was 144 mm. Per the OpenROAD floorplan log, the width of the die is 309 um. The iteration count of the initial detailed-routing pass is 5, and the count of H-tree levels built during CTS is 3.

The finished cells cover 0.0539 mm2. With the fraction of layout cells with a size suffix above 1 at 0.363, the routed length per placed instance is 37.5 um. The top register by number of flip-flops was Registers. Detailed placement ended at an HPWL of 85.3 mm. Final hold analysis gives a worst-case slack of 1370 ps. The design draws 14.7 mW.
[routing by layer]
| layer | vias to the layer above | global-route usage | part of all wire | wire [um] |
|---|---|---|---|---|
| li1 | 10600 | - | - | - |
| met1 | 13400 | 0.454 | 0.31 | 44600 |
| met2 | 2095 | 0.473 | 0.45 | 65100 |
| met3 | 322 | 0.290 | 0.20 | 28400 |
| met4 | 22 | 0.0876 | 0.035 | 4990 |
| met5 | - | 0.0319 | 0.0033 | 475 |
[logic make-up after synthesis]
logic type | after synthesis | synth area share
and+or+nand+nor | 85 | 0.00811
DFF | 1024 | 0.651
muxes | 704 | 0.271
AOI/OAI and AO/OA | 308 | 0.0479
buffers and inverters | 202 | 0.0212
[worst max-delay path, cell delays in order]
cell and delay [ps]:
buf_4 520, buf_4 660, mux4_2 400, mux2_2 270
o221ai_1 680, a31oi_1 210, clkdlybuf4s50_1 500
[cell usage after synthesis]
cell type     n  share of area
a221oi_1     52         0.0096
a22oi_1      64          0.010
a31oi_1      64         0.0085
and2_1        2        0.00026
buf_1         5        0.00040
buf_2        66         0.0070
buf_4        14         0.0022
buf_6        10         0.0024
buf_8         3        0.00095
clkbuf_1    102         0.0081
edfxtp_1   1024           0.65
inv_1         2        0.00016
mux2_2      128          0.031
mux2i_1     128          0.027
mux4_2      448           0.21
nand2_1      25         0.0020
nand2b_1      2        0.00026
nand3_1       2        0.00021
nand3b_1      5        0.00080
nor2_1       39         0.0031
nor2b_1       4        0.00053
o2111ai_1    12         0.0022
o21ai_0      30         0.0032
o21ai_1      22         0.0023
o221ai_1     64          0.012
or2_2         2        0.00026
or3_1         1        0.00013
or3b_2        3        0.00056
[area by class of cell]
cell class | instances | area, um2
inverter | 2 | 12.5
sequential | 1024 | 30700
timing repair buffer | 249 | 2320
fill | 6724 | 39600
clock inverter | 71 | 663
multi-input combinational | 1097 | 15800
clock buffer | 128 | 2800
antenna | 1 | 2.50
tap | 1254 | 1570
[report_power, final]
group	switching [mW]	internal, mW	total (mW)
logic	0.731	0.561	1.29
registers	0.0321	7.35	7.38
clock network	2.54	3.50	6.04
[metrics by stage]
stage           util  setup WS, ps
2_1_floorplan      -          2430
3_3_place_gp   0.539           796
3_5_place_dp   0.539           770
4_1_cts        0.576           761
5_1_grt        0.576           526
6_report       0.576           604
[path summary, 6_finish.rpt]
path / start / slack, ps / to
worst max-delay path: A2[1] / 600 / RD2[13]
worst min-delay path: WD3[28] / 1370 / Registers[27][28]$_DFFE_PP_
Power is estimated from default activity; no workload was simulated.
