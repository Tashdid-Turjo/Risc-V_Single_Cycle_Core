File: flow/config.mk
export PLATFORM = sky130hd
export DESIGN_NAME = alu
export DESIGN_NICKNAME = alu
export VERILOG_FILES = /design/flow/design.v
export SDC_FILE = /design/flow/constraint.sdc
export NUM_CORES = 4
export LEC_CHECK = 1
export CORE_UTILIZATION = 30
File: flow/constraint.sdc
current_design alu

set clk_period 21.3
set clk_io_pct 0.2

create_clock -name clk0 -period $clk_period

set non_clock_inputs [all_inputs -no_clocks]
set_input_delay [expr $clk_period * $clk_io_pct] -clock clk0 $non_clock_inputs
set_output_delay [expr $clk_period * $clk_io_pct] -clock clk0 [all_outputs]
File: flow/design.v
module alu(A, B, ALUControl, Result, V, C, N, Z);
    input [31:0] A, B;
    input [2:0] ALUControl;
    output [31:0] Result;
    output V, C, N, Z;
    wire [31:0] a_and_b;
    wire [31:0] a_or_b;
    wire [31:0] not_b;
    wire [31:0] mux_1;
    wire [31:0] sum;
    wire [31:0] mux_2;
    wire cout;  
    assign a_and_b = A & B;
    assign a_or_b = A | B;
    assign not_b = ~B;
    assign mux_1 = (ALUControl[0] == 1'b0) ? B : not_b;
    assign {cout, sum} = A + mux_1 + ALUControl[0];  
    assign mux_2 = (ALUControl[1:0] == 2'b00) ? sum :
                   (ALUControl[1:0] == 2'b01) ? sum :
                   (ALUControl[1:0] == 2'b10) ? a_and_b : a_or_b;
    assign Result = mux_2;
    assign Z = &(~Result);
    assign N = Result[31];
    assign C = cout & (~ALUControl[1]);  
    assign V = (~ALUControl[1]) & 
               (A[31] ^ sum[31]) & 
               (~(A[31] ^ B[31] ^ (ALUControl[0])));
endmodule
File: flow/run.sh
#!/bin/bash
# OpenROAD 26Q1-2900-gdf79404cd8, Yosys 0.63+post, stock flow scripts
make -C /OpenROAD-flow-scripts/flow DESIGN_CONFIG=/design/flow/config.mk WORK_HOME=/design/flow/orfs finish
==> flow_summary.toml <==
# implementation run metrics
[cells_and_area]
nClkBuffers = 0
drive_gt1_frac = 0.0336
synthToLayoutAreaGrowth_pct = 35.3
flops = 0
mi_logic_area_sq_mm = 0.00294
n_fill_cell = 1052
utilization = 0.423
seqCellArea_sq_um = 0

[critical_path]
critical_path_required_ns = 17.04
cp_slowest_stage_delay_ns = 0.57
endpoint_kind = "output pin"
crit_arrival_ns = 9.09
cp_cell_sequence = "buf_2 > buf_4 > xor2_1 > inv_1 > fa_1 > nor2b_4 > o311ai_1 > a21boi_0 > o31ai_1 > or4_1 > or4b_1 > nor4b_2 > o2111ai_1 > and4b_1 > clkdlybuf4s50_1"
critPathMaxFanout = 34
cp_slowest_cell = "or4_1"
crit_end = "Z"
start_kind = "input port"
startpoint = "ALUControl[0]"
criticalPathCategory = "input port to output pin"

[floorplanning]
core_area_sq_mm = 0.00991
die_y_um = 104
fp.dieW_um = 104
design.die.area_sq_mm = 0.0107
io_pins = 103
fp_util = 0.313
std_cell_rows = 36

[synth]
syn_avg_cell_area_sq_um = 6.83
top_cells_by_count = "56 x nand2_1, 38 x xor2_1, 35 x a21oi_1, 35 x ha_1, 33 x o21ai_0"
synth_top_area_share = 0.141
synth_area_sq_mm = 0.00310
yosysTopAreaCell = "ha_1"
synth-area-yosys_sq_mm = 0.00310
ys_types = 66
ys_cells = 454
synth_dominant_cell_count = "nand2_1"
syn_inst = 454
top_cells_by_area = "ha_1 14%, xor2_1 11%, maj3_1 7.1%"
ys_warn_count = 0
seq_area_frac_synth = 0

[timing]
max_slew_margin = 0.532
tns_ns = 0
hold-worst-slack_ns = 9.53
tightestPinTransition_ns = 0.701
final_max_slew_viol_count = 0
setup-violations-final = 0
final-hold-violation-count = 0
period_needed_ns = 13.35
setup_ws_ns = 7.95
fmax_mhz = 74.9
rsz0062_at_grt = "no"
fin_crit_sh = 0.627

[pwr]
seqPwrFrac = 0
power_density_mw_per_mm2 = 36.2
power_mw = 0.152
p_switching_mw = 0.0762
internal-power_mw = 0.0756
p_sw_frac = 0.502
ir_drop_uv = 14.6
comb_power_share = 1.000
power.clock.fraction = 0
p_leak_nw = 1.65

[route]
via_per_inst = 5.51
firstDrtPassIters = 7
ant_nets = 0
vias = 3683
drt_iter0_markers = 174
diodes = 0
wl_um = 9720
drc = 0
wl_per_cell_um = 14.6

[grt]
grt-ovfl-total = 0
grt_pass1_vias = 3429
grt_pass1_wl_um = 16200
antenna_found_initial = 0
grt_max_degree = 57
grt_usage = 0.179

[clocking]
ctsResizeCount = 0
ctsHoldBuffers = 0
cts_setup_buffers = 0

[run]
tool_warnings = 36
max_cap_viol_count = 0

[place]
dpl.hpwl_um = 7950
place_ws_ns = 7.91
portBuffers = 102
place.gp.congestion = 0.935

[hold_path]
hp-class = "input port to output pin"

[run_status]
outcome = "finished, final reports clean"
area by class of cell:
| cell class | count | share of cell area |
|---|---|---|
| inverters | 15 | 0.0137 |
| well taps | 133 | 0.0397 |
| multi-input cells | 416 | 0.702 |
| repair buffers | 104 | 0.245 |
metrics by stage:
step	std cells	cell area, sq um
finish	668	4190
global route	668	4190
CTS	668	4190
detailed placement	668	4190
global placement	668	4190
floorplan	454	3100
placed cells by master, fill, tap and decap left out, types with 3 or more instances in the layout:
cell type / synthesis / final
clkdlybuf4s50_1: 0 / 100
nand2_1: 56 / 56
xor2_1: 38 / 38
a21oi_1: 35 / 35
ha_1: 35 / 35
o21ai_0: 33 / 33
nor2_1: 31 / 31
maj3_1: 22 / 22
inv_1: 14 / 14
nor3_1: 10 / 10
nand3_1: 9 / 9
o31ai_1: 9 / 9
nand4_1: 8 / 8
o21a_1: 8 / 8
nor4_1: 8 / 8
a31oi_1: 8 / 8
nor2b_1: 7 / 7
a21o_1: 5 / 5
and4_1: 5 / 5
or3_1: 5 / 5
xnor2_1: 5 / 5
o2111ai_1: 4 / 4
o31a_1: 4 / 4
and3_1: 4 / 4
o211a_1: 4 / 4
o21ai_1: 4 / 4
a2111o_1: 4 / 4
o211ai_1: 3 / 3
a31o_2: 3 / 3
mux2i_1: 3 / 3
o22ai_1: 3 / 3
a21boi_0: 3 / 3
o221a_2: 3 / 3
o21bai_1: 3 / 3
worst max-delay path, delay by kind of cell:
kind,cells,cell delay [ns]
compound gates,4,0.66
buf+inv,4,1.61
xor+xnor,1,0.23
simple gates,5,1.86
fa+ha+maj,1,0.46
layer usage:
| metal | vias up | wire length [um] | GRT usage | part of all wire |
|---|---|---|---|---|
| met4 | 0 | 123 | 0.0197 | 0.013 |
| met5 | - | 0 | 0 | 0 |
| met2 | 145 | 4280 | 0.293 | 0.44 |
| li1 | 1887 | - | - | - |
| met3 | 16 | 728 | 0.0179 | 0.075 |
| met1 | 1635 | 4590 | 0.262 | 0.47 |
worst min path at each step:
stage / start / end / slack (ns) / depth (start not counted)
4_1_cts: ALUControl[1] / Result[8] / 9.55 / 5
5_1_grt: ALUControl[1] / Result[6] / 9.60 / 5
6_report: ALUControl[1] / Result[8] / 9.53 / 5
logic make-up (layout without fill, tap and decap cells):
kind of cell,Yosys count,after routing,synth area share
simple gates,156,156,0.252
xor+xnor,43,43,0.122
compound gates,153,153,0.336
buf+inv,38,119,0.0501
mux,4,4,0.0141
fa+ha+maj,60,60,0.226
power groups by stage:
stage	sequential [mW]	combinational [mW]	clock (mW)
after CTS	0	0.152	0
after global routing	0	0.168	0
final	0	0.152	0
Power figures rest on the tool's default switching activity, not on a simulated workload.
